==> flow/design.v <==
`timescale 1ns / 1ps
`default_nettype none
module lc4_divider(input  wire [15:0] i_dividend,
                   input  wire [15:0] i_divisor,
                   output wire [15:0] o_remainder,
                   output wire [15:0] o_quotient);
      wire [15:0] dividend [16:0];
      wire [15:0] quotient [16:0];
      wire [15:0] remainder [16:0];
      assign dividend[0] = i_dividend;
      assign remainder[0] = 16'h0000;
      assign quotient[0] = 16'h0000;
      genvar i;
      for (i = 0; i < 16; i = i+1) begin
            lc4_divider_one_iter iter(    .i_dividend(dividend[i]),
                                          .i_divisor(i_divisor),
                                          .i_remainder(remainder[i]),
                                          .i_quotient(quotient[i]),
                                          .o_dividend(dividend[i+1]),
                                          .o_remainder(remainder[i+1]),
                                          .o_quotient(quotient[i+1])
                                          );
      end
      assign o_remainder = (i_divisor > 0) ? remainder[16] : 16'h0000;
      assign o_quotient = (i_divisor > 0) ? quotient[16] : 16'h0000;
endmodule  
module lc4_divider_one_iter(input  wire [15:0] i_dividend,
                            input  wire [15:0] i_divisor,
                            input  wire [15:0] i_remainder,
                            input  wire [15:0] i_quotient,
                            output wire [15:0] o_dividend,
                            output wire [15:0] o_remainder,
                            output wire [15:0] o_quotient);
      wire [15:0] remainder = (i_remainder << 1) | ((i_dividend >> 15) & 1'b1);
      assign o_quotient = (remainder < i_divisor) ? i_quotient << 1 : (i_quotient << 1) | 1'b1;
      assign o_remainder = (remainder < i_divisor) ? remainder: remainder - i_divisor;
      assign o_dividend = i_dividend << 1;
endmodule
`timescale 1ns / 1ps
`default_nettype none
module lc4_alu(input  wire [15:0] i_insn,
               input wire [15:0]  i_pc,
               input wire [15:0]  i_r1data,
               input wire [15:0]  i_r2data,
               output wire [15:0] o_result);
        wire [15:0] output_temp [15:0];
        wire [15:0] ain, bin, sum;
        wire cin;
        wire [15:0] ain_inter [3:0];
        wire [15:0] bin_inter [3:0];
        wire cin_inter [2:0];
        assign ain = ({i_insn[14], i_insn[12]} == 2'b00) ? ain_inter[0] :
                     ({i_insn[14], i_insn[12]} == 2'b01) ? ain_inter[1] :
                     ({i_insn[14], i_insn[12]} == 2'b10) ? ain_temp : ain_inter[3];
        assign bin = ({i_insn[14], i_insn[12]} == 2'b00) ? bin_inter[0] :
                     ({i_insn[14], i_insn[12]} == 2'b01) ? bin_inter[1] :
                     ({i_insn[14], i_insn[12]} == 2'b10) ? bin_temp : bin_inter[3];
        assign cin = ({i_insn[14], i_insn[12]} == 2'b00) ? cin_inter[0] :
                     ({i_insn[14], i_insn[12]} == 2'b01) ? cin_inter[1] :
                     ({i_insn[14], i_insn[12]} == 2'b10) ? cin_temp: 1'b0;
        wire cin_temp = (i_insn[13]) ? 1'b0 : cin_inter[2];
        wire [15:0] ain_temp = (i_insn[13]) ? ain_inter[3] : ain_inter[2];
        wire [15:0] bin_temp = (i_insn[13]) ? bin_inter[3] : bin_inter[2];
        cla16 adder (.a(ain), .b(bin), .cin(cin), .sum(sum));
        wire [15:0] remainder, quotient;
        lc4_divider div(.i_dividend(i_r1data), .i_divisor(i_r2data),
                        .o_remainder(remainder), .o_quotient(quotient));
        assign ain_inter[0] = {{7{i_insn[8]}}, i_insn[8:0]};
        assign bin_inter[0] = i_pc;
        assign cin_inter[0] = 1'b1;
        assign output_temp[0] = sum;
        wire [15:0] i1_adder = i_insn[5] ? {{11{i_insn[4]}}, i_insn[4:0]} : i_r2data;
        assign ain_inter[1] = i_r1data;
        assign bin_inter[1] = cin_inter[1] ? i1_adder ^ 16'hFFFF : i1_adder;
        assign cin_inter[1] = (i_insn[4:3] == 2'b10) & ~(i_insn[5] & 1'b1);
        wire [15:0] i1_inter = (i_insn[4:3] == 2'b00) ? sum :
                               (i_insn[4:3] == 2'b01) ? i_r1data * i_r2data :
                               (i_insn[4:3] == 2'b10) ? sum : quotient;
        assign output_temp[1] = i_insn[5] ? sum : i1_inter;
        wire [15:0] i2_inter1 = i_insn[7] ? {9'b0, i_insn[6:0]} : {{9{i_insn[6]}}, i_insn[6:0]};
        wire P = (i_insn[8:7] == 2'b00) ? ($signed(i_r1data) > $signed(i_r2data)) :
                 (i_insn[8:7] == 2'b01) ? i_r1data > i_r2data: 
                 (i_insn[8:7] == 2'b10) ? ($signed(i_r1data) > $signed(i2_inter1)): i_r1data > i2_inter1;
        wire ZP = (i_insn[8:7] == 2'b00) ? ($signed(i_r1data) >= $signed(i_r2data)) :
                  (i_insn[8:7] == 2'b01) ? i_r1data >= i_r2data: 
                  (i_insn[8:7] == 2'b10) ? ($signed(i_r1data) >= $signed(i2_inter1)): i_r1data >= i2_inter1;
        assign output_temp[2] = (P == 1'b1) ? 16'h0001 :
                                (ZP == 1'b1 & P == 1'b0) ? 16'h0000 : 16'hFFFF;
        assign output_temp[3] = 16'h0000;
        assign output_temp[4] = i_insn[11] ? (i_pc & 16'h8000) | (i_insn[10:0] << 4) : i_r1data; 
        wire [15:0] i5_inter = (i_insn[4:3] == 2'b00) ? i_r1data & i_r2data :
                               (i_insn[4:3] == 2'b01) ? ~ i_r1data :
                               (i_insn[4:3] == 2'b10) ? i_r1data | i_r2data : i_r1data ^ i_r2data;
        assign output_temp[5] = i_insn[5] ? i_r1data & {{11{i_insn[4]}}, i_insn[4:0]} : i5_inter;
        assign ain_inter[3] = i_r1data;
        assign bin_inter[3] = {{10{i_insn[5]}}, i_insn[5:0]};
        assign output_temp[6] = sum;
        assign output_temp[7] = sum;
        assign output_temp[8] = i_r1data;
        assign output_temp[9] = {{7{i_insn[8]}}, i_insn[8:0]};
        wire [15:0] SRA = $signed(i_r1data) >>> i_insn[3:0];
        assign output_temp[10] = (i_insn[5:4] == 2'b00) ? i_r1data << i_insn[3:0] :
                                 (i_insn[5:4] == 2'b01) ? SRA :
                                 (i_insn[5:4] == 2'b10) ? i_r1data >> i_insn[3:0] : remainder;
        assign output_temp[11] = 16'h0000;
        assign cin_inter[2] = i_insn[11];
        assign ain_inter[2] = i_insn[11] ? i_pc : i_r1data;
        assign bin_inter[2] = i_insn[11] ? {{5{i_insn[10]}}, i_insn[10:0]} : 16'h0000;
        assign output_temp[12] = sum;
        assign output_temp[13] = (i_r1data & 16'h00FF) | ({8'h00, i_insn[7:0]} << 8);
        assign output_temp[14] = 16'h0000;
        assign output_temp[15] = 16'h8000 | {8'h00, i_insn[7:0]};
        assign o_result = (i_insn[15:12] == 4'b0000) ? output_temp[0] :
                        (i_insn[15:12] == 4'b0001) ? output_temp[1] :
                        (i_insn[15:12] == 4'b0010) ? output_temp[2] :
                        (i_insn[15:12] == 4'b0011) ? output_temp[3] :
                        (i_insn[15:12] == 4'b0100) ? output_temp[4] :
                        (i_insn[15:12] == 4'b0101) ? output_temp[5] :
                        (i_insn[15:12] == 4'b0110) ? output_temp[6] :
                        (i_insn[15:12] == 4'b0111) ? output_temp[7] :
                        (i_insn[15:12] == 4'b1000) ? output_temp[8] :
                        (i_insn[15:12] == 4'b1001) ? output_temp[9] :
                        (i_insn[15:12] == 4'b1010) ? output_temp[10] :
                        (i_insn[15:12] == 4'b1011) ? output_temp[11] :
                        (i_insn[15:12] == 4'b1100) ? output_temp[12] :
                        (i_insn[15:12] == 4'b1101) ? output_temp[13] :
                        (i_insn[15:12] == 4'b1110) ? output_temp[14] : output_temp[15];
endmodule
`timescale 1ns / 1ps
`default_nettype none
module gp1(input wire a, b,
           output wire g, p);
   assign g = a & b;
   assign p = a | b;
endmodule
module gp4(input wire [3:0] gin, pin,
           input wire cin,
           output wire gout, pout,
           output wire [2:0] cout);
  assign pout = & pin;
  assign gout = gin[3] | pin[3]&gin[2] | (&pin[3:2])&gin[1] | (&pin[3:1])&gin[0];
  assign cout[0] = gin[0] | pin[0]&cin;
  assign cout[1] = gin[1] | pin[1]&gin[0] | (&pin[1:0])&cin;
  assign cout[2] = gin[2] | pin[2]&gin[1] | (&pin[2:1])&gin[0] | (&pin[2:0])&cin;
endmodule
module cla16
  (input wire [15:0]  a, b,
   input wire         cin,
   output wire [15:0] sum);
  wire [15:0] g;
  wire [15:0] p;
  wire [15:0] c;
  assign c[0] = cin;
  wire [2:0] c_inter;
  wire [3:0] g_inter;
  wire [3:0] p_inter;
  wire g15, p15;
  wire [15:0] sum_inter = a ^ b;
  genvar i;
  for (i = 0; i < 16; i = i+1) begin
    gp1 d1(.a(a[i]), .b(b[i]), .g(g[i]), .p(p[i]));
  end
  genvar j;
  for (j = 0; j < 4; j = j+1) begin
    gpn #(4) d3(.gin(g[3+4*j:4*j]), .pin(p[3+4*j:4*j]), .cin(c[j*4]), 
           .gout(g_inter[j]), .pout(p_inter[j]), .cout(c[3+j*4:1+j*4]));
  end
  gpn #(4) d5(.gin(g_inter), .pin(p_inter), .cin(c[0]), 
           .gout(g15), .pout(p15), .cout({c[12], c[8], c[4]}));  
  assign sum = c ^ sum_inter;
endmodule
module gpn
  #(parameter N = 4)
  (input wire [N-1:0] gin, pin,
   input wire  cin,
   output wire gout, pout,
   output wire [N-2:0] cout);
  assign pout = & pin;
  genvar i;
  genvar j;
  genvar k;
  wire [N-1:0] gout_inter [N-1:0];
  for (i = N-1; i >= 0; i = i-1) begin
      assign gout_inter[i][i] = gin[N-1-i];
      for (j = i-1; j >= 0; j = j-1) begin
        assign gout_inter[i][j] = gout_inter[i][j+1] & pin[j+N-i];
    end
  end
  wire [N-1:0] gout_sum;
  assign gout_sum[0] = gout_inter[0][0];
  for (i = 1; i < N; i = i+1) begin
    assign gout_sum[i] = gout_sum[i-1] | gout_inter[i][0];
  end
  assign gout = gout_sum[N-1];
  wire [N-1:0] cout_inter [N-1:0][N-2:0];
  for (k = 0; k < N-1; k = k+1) begin  
    for (i = k+1; i >= 0; i = i-1) begin
      if (i == k+1) assign cout_inter[i][k][i] = cin;
      else assign cout_inter[i][k][i] = gin[k-i];
      for (j = i-1; j >= 0; j = j-1) begin
        assign cout_inter[i][k][j] = cout_inter[i][k][j+1] & pin[j+k-i+1];
      end
    end
  end
  wire [N-1:0] cout_sum [N-2:0];
  for (k = 0; k < N-1; k = k+1) begin
    assign cout_sum[k][0] = cout_inter[0][k][0];
    for (i = 1; i < k+2; i = i+1) begin
      assign cout_sum[k][i] = cout_sum[k][i-1] | cout_inter[i][k][0];
    end
    assign cout[k] = cout_sum[k][k+1];
  end
endmodule
==> flow/run.sh <==
#!/bin/bash
# OpenROAD 26Q1-2900-gdf79404cd8, Yosys 0.63+post, stock flow scripts
make -C /OpenROAD-flow-scripts/flow DESIGN_CONFIG=/design/flow/config.mk WORK_HOME=/design/flow/orfs finish
==> flow/config.mk <==
export PLATFORM = sky130hd
export DESIGN_NAME = lc4_alu
export DESIGN_NICKNAME = lc4_alu
export VERILOG_FILES = /design/flow/design.v
export SDC_FILE = /design/flow/constraint.sdc
export NUM_CORES = 4
export LEC_CHECK = 1
export CORE_UTILIZATION = 50
==> flow/constraint.sdc <==
current_design lc4_alu

set clk_period 106.4
set clk_io_pct 0.2

create_clock -name clk0 -period $clk_period

set non_clock_inputs [all_inputs -no_clocks]
set_input_delay [expr $clk_period * $clk_io_pct] -clock clk0 $non_clock_inputs
set_output_delay [expr $clk_period * $clk_io_pct] -clock clk0 [all_outputs]
==> run notes <==
The flow ran to the end, and the final reports show no timing, DRC or antenna violations. The filler cells instantiated in the layout total 4693. Looking at hold timing, the worst path starts from i_insn[12]. The run gives 53 as the pin count of the biggest net entering global routing. Counting endpoints that fail hold in the final report gives 0. The tools report the remaining max-slew budget at the tightest pin as 0.3246. Buffers inserted to repair hold after CTS numbered 0. The area of the core region came out at 49050 um2.

The repair_antennas step left the layout with diodes totalling 0. The tightest min-delay check is of the input pin to primary output type. Sequential cells placed in the final layout were counted as 0. Prior to clock tree synthesis, the placed netlist has a worst setup slack of 25.61 ns. The fraction of the core area occupied by cells at floorplan was 0.5087. The kind of start point of the critical path is an input pin.

The tools report the netlist area before placement as 24950 um2. Setup repair after global routing left no endpoint under its margin. The die boundary height was 225.4 um.

Across all layers, the routed design uses 28140 vias. For the initial antenna violation count, the log shows 3. The number of gates resized after CTS came out at 0. The routed length per instance is 24.61 um, and the number of slew-limit violations in the final report is 0. The first-pass GRT wire length was 159.7 mm. The run gives 0 for the number of remaining DRC errors. The last timing report of the flow puts the setup violation total at 0. Synthesis instantiated 96 different standard cells from the library. The detailed router finished its first iteration with 2823 violations. The number of instances on the worst hold path came out at 7. Per the placement log, port buffering inserted 80 buffers. The post-route fraction of the period consumed by the critical path was 0.7685; the signed area change from the synthesized netlist to the final layout was 6.714%. Yosys reports a chip area of 24950 um2. The count of nets left with antenna violations once routing finished came out at 0. The number of global-route vias before repair was 26120; the number of primary I/O pins was 80.

In the synthesized netlist, the number of instances is 3625. Per the OpenROAD floorplan log, the area of the die is 50800 um2. In the log, the iteration count for the first detailed-route pass is 6. The final core utilization came out at 0.5429.

STA puts the critical path data required time at 85.12 ns. The report lists the number of standard-cell rows as 81. The global routing stage identified its most utilized layer as met2. In the routed layout, each cell is associated on average with a via count of 6.541. The global-route track usage on met2 was 0.6318. The critical path is of the input pin to primary output type.

The flow reports an fmax of 12.23 MHz. Counting I/O delays and the setup requirement, the final critical path takes 81.77 ns. The met3 track demand over resource is 0.1155, and the die width is 225.4 um. Once detailed placement completed, the half-perimeter wirelength came to 80.45 mm.

The number of synthesis warnings is 3, and the max-cap check violation count is 0. The endpoint kind of the worst setup timing path is a primary output. Looking at the hold checks, the worst path lands on o_result[1].

For this design, the slowest cell found on the critical path is sky130_fd_sc_hd__a2111oi_0. With the highest fanout seen on the critical path at 24, the share of cells above drive strength 1 is 0.05661. The number of warnings in the stage logs is 104. The critical path in the final layout is reported with a setup slack of 24.63 ns. For this design, Yosys synthesis ends with a cell count of 3625. The mean cell area of the mapped netlist works out to 6.883 um2. For the area taken by flip-flops and latches, the log shows 0 um2. The logs give 0.4237 for the total track usage and 0 ns for the aggregate negative setup slack. The timing report gives the biggest stage delay along the critical path as 0.84 ns.

The logs give 0 for the share of synthesized area occupied by flip-flops and latches and 1.107 for the routability congestion estimate. The logs give 0.5645 for the met1 routing resource usage after global routing and 0 for the clock tree buffer count of the final layout. The total overflow reported by the global router is 0. Summed over all layers, the routed wires come to 105.9 mm.

The actual transition at the worst max-transition pin is 1.010 ns, and the critical path arrival is 60.49 ns. The tools report the post-CTS setup-driven buffer insertion count as 0.
[Yosys cell counts, types with 11 or more instances]
master                        n  area, um2
sky130_fd_sc_hd__a211o_1     15      131.4
sky130_fd_sc_hd__a211oi_1    61      457.9
sky130_fd_sc_hd__a21boi_0    19      142.6
sky130_fd_sc_hd__a21o_1      96      720.7
sky130_fd_sc_hd__a21oi_1    321       1607
sky130_fd_sc_hd__a221oi_1    24      210.2
sky130_fd_sc_hd__a22oi_1     17      127.6
sky130_fd_sc_hd__a31o_2      20      175.2
sky130_fd_sc_hd__a31oi_1     43      269.0
sky130_fd_sc_hd__and2_1      21      131.4
sky130_fd_sc_hd__and3_1      22      137.6
sky130_fd_sc_hd__and4_1      12      105.1
sky130_fd_sc_hd__buf_1       21      78.83
sky130_fd_sc_hd__buf_2       11      55.05
sky130_fd_sc_hd__clkbuf_1   125      469.2
sky130_fd_sc_hd__fa_1        99       1982
sky130_fd_sc_hd__ha_1       404       5055
sky130_fd_sc_hd__inv_1      272       1021
sky130_fd_sc_hd__mux2_2      36      405.4
sky130_fd_sc_hd__mux2i_1     67      670.6
sky130_fd_sc_hd__nand2_1    424       1592
sky130_fd_sc_hd__nand2b_1    35      219.0
sky130_fd_sc_hd__nand3_1     51      255.2
sky130_fd_sc_hd__nand4_1     13      81.33
sky130_fd_sc_hd__nor2_1     354       1329
sky130_fd_sc_hd__nor2b_1     30      187.7
sky130_fd_sc_hd__nor3_1      77      385.4
sky130_fd_sc_hd__nor4_1      13      81.33
sky130_fd_sc_hd__o2111ai_1   12      105.1
sky130_fd_sc_hd__o211ai_1    46      345.3
sky130_fd_sc_hd__o21a_1      84      630.6
sky130_fd_sc_hd__o21ai_0    265       1326
sky130_fd_sc_hd__o21ai_1     13      65.06
sky130_fd_sc_hd__o21bai_1    29      217.7
sky130_fd_sc_hd__o22ai_1     21      131.4
sky130_fd_sc_hd__o31a_1      15      131.4
sky130_fd_sc_hd__o31ai_1     25      187.7
sky130_fd_sc_hd__or2_2       14      87.58
sky130_fd_sc_hd__or3_1       23      143.9
sky130_fd_sc_hd__xnor2_1    130       1139
sky130_fd_sc_hd__xor2_1      69      604.3
[layout by cell type (no fill, tap or decap), types with 14 or more instances in the layout]
cell type	synthesis	final
sky130_fd_sc_hd__nand3_1	51	51
sky130_fd_sc_hd__mux2_2	36	36
sky130_fd_sc_hd__o31ai_1	25	24
sky130_fd_sc_hd__a31oi_1	43	42
sky130_fd_sc_hd__o31a_1	15	15
sky130_fd_sc_hd__o211ai_1	46	46
sky130_fd_sc_hd__a21boi_0	19	19
sky130_fd_sc_hd__xor2_1	69	69
sky130_fd_sc_hd__xnor2_1	130	130
sky130_fd_sc_hd__and3_1	22	22
sky130_fd_sc_hd__inv_1	272	272
sky130_fd_sc_hd__and2_1	21	21
sky130_fd_sc_hd__clkdlybuf4s50_1	0	72
sky130_fd_sc_hd__nor2b_1	30	30
sky130_fd_sc_hd__nor3_1	77	77
sky130_fd_sc_hd__fa_1	99	99
sky130_fd_sc_hd__nor2_1	354	353
sky130_fd_sc_hd__a21o_1	96	96
sky130_fd_sc_hd__o21ai_0	265	265
sky130_fd_sc_hd__a31o_2	20	20
sky130_fd_sc_hd__a211o_1	15	15
sky130_fd_sc_hd__mux2i_1	67	67
sky130_fd_sc_hd__o22ai_1	21	21
sky130_fd_sc_hd__buf_4	1	87
sky130_fd_sc_hd__o21a_1	84	84
sky130_fd_sc_hd__o21bai_1	29	29
sky130_fd_sc_hd__ha_1	404	404
sky130_fd_sc_hd__nand2b_1	35	35
sky130_fd_sc_hd__a211oi_1	61	61
sky130_fd_sc_hd__a221oi_1	24	24
sky130_fd_sc_hd__a22oi_1	17	17
sky130_fd_sc_hd__nand2_1	424	424
sky130_fd_sc_hd__a21oi_1	321	321
sky130_fd_sc_hd__or2_2	14	14
sky130_fd_sc_hd__or3_1	23	23
[through the flow]
| stage | cells | area [um2] | hold slack (ns) |
|---|---|---|---|
| after floorplan | 3631 | 24980 | 42.89 |
| after global placement | 4303 | 26630 | 43.80 |
| after detailed placement | 4303 | 26630 | 43.82 |
| after CTS | 4303 | 26630 | 43.82 |
| after global routing | 4303 | 26630 | 43.92 |
| final | 4303 | 26630 | 43.85 |
[area by class of cell]
type	instances	area, um2	area share
Timing Repair Buffer	167	1414	0.05310
Tap cell	664	830.8	0.03120
Multi-Input combinational cell	3188	23320	0.8757
Inverter	284	1066	0.04003
[layer usage]
metal,share of wire,vias to the layer above
met1,0.40,12980
met5,0.00022,-
met4,0.064,4
li1,-,13160
met3,0.11,355
met2,0.42,1648
[worst max path at each step]
stage,startpoint,endpoint,slack [ns],cells past startpoint
4_1_cts,i_r1data[15],o_result[15],25.38,135
5_1_grt,i_r1data[15],o_result[15],21.94,138
6_report,i_r1data[15],o_result[15],24.63,135
[kinds of logic after synthesis]
group / synth area share
and+or+nand+nor: 0.1997
buffers and inverters: 0.06764
other: 0.0001503
muxes: 0.05215
xor gates and xnor gates: 0.06985
adders and majority gates: 0.2820
AOI/OAI and AO/OA: 0.3285
[critical path: cells and delay by family]
kind	cells	cell delay, ns
buf+inv	12	2.82
simple gates	25	6.08
mux	5	1.86
xor+xnor	1	0.16
compound gates	75	22.38
fa+ha+maj	17	5.77
